### /design/flow/design.v
`timescale 1ns / 1ps
module axi_interface(
    input wire clk,
    input wire resetn,
    input wire[31:0] data_mem_addr,
    input wire data_mem_access,
    input wire data_mem_write,
    input wire[1:0] data_mem_size,
    input wire[3:0] data_mem_sel,
    output wire data_mem_ready,
    input wire[31:0] data_mem_st_data,
    output wire[31:0] data_mem_w_data,
    input wire flush,
    output wire[3:0] axi_read_addr_id,       
    output wire[31:0] axi_read_addr_addr,    
    output wire[7:0] axi_read_addr_len,      
    output wire[2:0] axi_read_addr_size,     
    output wire[1:0] axi_read_addr_burst,    
    output wire[1:0] axi_read_addr_lock,     
    output wire[3:0] axi_read_addr_cache,    
    output wire[2:0] axi_read_addr_prot,     
    output wire axi_read_addr_valid,         
    input wire axi_read_addr_ready,          
    input wire[3:0] axi_read_data_id,             
    input wire[31:0] axi_read_data_data,          
    input wire[1:0] axi_read_data_resp,           
    input wire axi_read_data_last,                
    input wire axi_read_data_valid,               
    output wire axi_read_data_ready,              
    output wire[3:0] axi_write_addr_id,       
    output wire[31:0] axi_write_addr_addr,    
    output wire[3:0] axi_write_addr_len,      
    output wire[2:0] axi_write_addr_size,     
    output wire[1:0] axi_write_addr_burst,    
    output wire[1:0] axi_write_addr_lock,     
    output wire[3:0] axi_write_addr_cache,    
    output wire[2:0] axi_write_addr_prot,     
    output wire axi_write_addr_valid,         
    input wire axi_write_addr_ready,          
    output wire[3:0] axi_write_data_id,        
    output wire[31:0] axi_write_data_data,     
    output wire[3:0] axi_write_data_strb,      
    output wire axi_write_data_last,           
    output wire axi_write_data_valid,          
    input wire axi_write_data_ready,           
    input  wire[3:0] bid,        
    input  wire[1:0] bresp,      
    input wire bvalid,           
    output wire bready           
    );
    wire read_finish;
	wire write_finish;
    wire read = data_mem_access && ~data_mem_write;
    wire write = data_mem_access && data_mem_write;
    reg [3:0] write_wen;
    reg  read_req;
	reg  write_req;
	reg  [1:0]  read_size;
	reg  [1:0]  write_size;
	reg  [31:0] read_addr;
	reg  [31:0] write_addr;
	reg  [31:0] write_data;
	reg  read_addr_finish;
	reg  write_addr_finish;
	reg  write_data_finish;
    reg flush_reg;
    always @(posedge clk) begin
        flush_reg <= ~resetn ? 1'b0:
                    flush ? 1'b1:
                    1'b0; 
    end
    always @(posedge clk) begin
        read_req   <= (~resetn) ? 1'b0 :
				 	  (read && ~read_req) ? 1'b1 :
			 		  (read_finish) ? 1'b0 : 
					  read_req;
        read_addr <= (~resetn || read_finish) ? 32'hffffffff : 
	                 (read && ~read_req || flush_reg) ? data_mem_addr :
	                 read_addr;
        read_size  <= (~resetn) ? 2'b00 :
					  (read) ? data_mem_size :
					  read_size;
        write_req  <= (~resetn) ? 1'b0 :
					  (write && ~write_req) ? 1'b1 :
					  (write_finish) ? 1'b0 : 
					  write_req;
        write_addr <= (~resetn || write_finish) ? 32'hffffffff : 
                      (write && ~write_req) ? data_mem_addr :                     
                      write_addr;
        write_size <= (~resetn) ? 2'b00 :
					  (write) ? data_mem_size :
					  write_size;
        write_wen <= (~resetn) ? 4'b0000 :
                    (write) ? data_mem_sel:
                    write_wen;
        write_data <= (~resetn) ? 32'b0 :
                    (write) ? data_mem_st_data:
                    write_data;
    end
    always @(posedge clk) begin
		read_addr_finish  <= (~resetn) ? 1'b0 :
		                     (read_req && axi_read_addr_valid && axi_read_addr_ready) ? 1'b1 :
						 	 (read_finish) ? 1'b0 :
					 		 read_addr_finish;
		write_addr_finish <= (~resetn) ? 1'b0 :
							 (write_req && axi_write_addr_valid && axi_write_addr_ready) ? 1'b1 :
							 (write_finish) ? 1'b0 :
							 write_addr_finish;
		write_data_finish <= (~resetn) ? 1'b0 :
							 (write_req && axi_write_data_valid && axi_write_data_ready) ? 1'b1 :
							 (write_finish) ? 1'b0 :
							 write_data_finish;
	end
    assign data_mem_ready = read_req && read_finish && ~flush_reg|| write_req && write_finish;
	assign data_mem_w_data = axi_read_data_data;	
    assign read_finish = read_addr_finish && axi_read_data_valid && axi_read_data_ready;
	assign write_finish = write_addr_finish && bvalid && bready;
	assign axi_read_addr_id = 4'b0;
	assign axi_read_addr_addr = read_addr;
    assign axi_read_addr_len = 8'b0;
	assign axi_read_addr_size = read_size;
    assign axi_read_addr_burst = 2'b01;
    assign axi_read_addr_lock = 2'b0;
    assign axi_read_addr_cache = 4'b0;
    assign axi_read_addr_prot = 3'b0;
	assign axi_read_addr_valid = read_req && ~read_addr_finish && ~flush && ~flush_reg;
	assign axi_read_data_ready = 1'b1;
	assign axi_write_addr_id = 4'b0;
	assign axi_write_addr_addr = write_addr;
    assign axi_write_addr_len = 8'b0;
	assign axi_write_addr_size = write_size;
    assign axi_write_addr_burst = 2'b01;
    assign axi_write_addr_lock = 2'b0;
    assign axi_write_addr_cache = 4'b0;
    assign axi_write_addr_prot = 3'b0;
	assign axi_write_addr_valid = write_req && ~write_addr_finish;
	assign axi_write_data_id = 4'b0;
	assign axi_write_data_data = write_data;
	assign axi_write_data_strb = write_wen;
    assign axi_write_data_last = 1'b1;
	assign axi_write_data_valid = write_req && ~write_data_finish;
	assign bready = 1'b1;
endmodule
### /design/flow/run.sh
#!/bin/bash
# OpenROAD 26Q1-2900-gdf79404cd8, Yosys 0.63+post, stock flow scripts
make -C /OpenROAD-flow-scripts/flow DESIGN_CONFIG=/design/flow/config.mk WORK_HOME=/design/flow/orfs finish
### /design/flow/config.mk
export PLATFORM = sky130hd
export DESIGN_NAME = axi_interface
export DESIGN_NICKNAME = axi_interface
export VERILOG_FILES = /design/flow/design.v
export SDC_FILE = /design/flow/constraint.sdc
export NUM_CORES = 4
export LEC_CHECK = 1
export CORE_AREA = 10 10 161 161
export DIE_AREA = 0 0 171 171
### /design/flow/constraint.sdc
current_design axi_interface

set clk_period 5.3
set clk_io_pct 0.2

create_clock -name clk0 -period $clk_period [get_ports {clk}]

set non_clock_inputs [all_inputs -no_clocks]
set_input_delay [expr $clk_period * $clk_io_pct] -clock clk0 $non_clock_inputs
set_output_delay [expr $clk_period * $clk_io_pct] -clock clk0 [all_outputs]
==> flow_metrics.tcl <==
# flow metrics
set metrics [dict create \
    drtIter0Drc 270 \
    period_needed_ns 3.422 \
    cts_resized 0 \
    hold_buffers 0 \
    numCtsBuffers 9 \
    cts_max_level 3 \
    synth_cell_types 33 \
    grt_max_degree 39 \
    rsz0062_at_grt "false" \
    max_freq_mhz 292.2 \
    cp_data_arrival_time_ns 2.36 \
    dp_worst_setup_slack_ns 1.859 \
    drive_gt1_share_pct 8.487 \
    peakVddDrop_mv 0.1157 \
    syn-cell-area_mm2 0.004921 \
    drv_cap 0 \
    yosys_warnings 1 \
    min_path_type "reg -> reg" \
    grt_pass1_wl_mm 22.17 \
    reg_top3 "read_addr: 32 flops, write_addr: 32 flops, write_data: 32 flops" \
    row_count 55 \
    dieHeight_um 171 \
    crit_path_max_fanout 2 \
    grt_pass1_vias 3900 \
    firstDrtPassIters 4 \
    placement.cell_area_mm2 0.006553 \
    endpoint_kind "output port" \
    holdWs_ns 0.4530 \
    cts_setup_buffers 0 \
    yosys.area.top_type "dfxtp_1" \
    port_buffers 187 \
    ant_nets 0 \
    relSlewSlack_pct 48.83 \
    async_reset_ff_share_pct 0 \
    ys_dominant_reg_cell "dfxtp_1" \
    yosysChipArea_mm2 0.004921 \
    finalSetupTns_ns 0 \
    clk_pin_slew_worst_paths_ns 0.08 \
    required_ns 4.24 \
    startpoint_type "input port" \
    worstSkewPairLatency_ns 0.35 \
    diodes 0 \
    setup_violations 0 \
    ys_cells 567 \
    post-route-drc-count 0 \
    synth.avg_cell_area_um2 8.679 \
    avgViaCountPerCell 3.936 \
    layout_setup_ws_ns 1.878 \
    final_cell_mix "clkdlybuf4s50_1 (187), nand2_1 (142), dfxtp_1 (110)" \
    cts_max_path_buffers 2 \
    io_pins 316 \
    top_area_share_pct 44.75 \
    fp_util_pct 21.80 \
    clock_skew_ns 0.01059 \
    critical_path_class "in -> out" \
    routed_wl_mm 15.06 \
    crit_start "bvalid" \
    ys_ff 110 \
    lay_top_count "clkdlybuf4s50_1" \
    syn_to_final_growth_pct 38.95 \
    track_usage_pct 9.714 \
    gp_congestion 0.7886 \
    synthCells 567 \
    outcome "complete, no violations" \
    power_density_mw_per_mm2 277.6 \
    clock_sinks 110 \
    design_area_mm2 0.006838 \
    coreArea_mm2 0.02257 \
    min_from "write_data[27]$_SDFFE_PN0N_" \
    ys_seq_share_pct 44.75 \
    fin_crit_sh_pct 64.56 \
    grt-ovfl-total 0 \
    r2r_start "read_req$_SDFFE_PN0P_" \
    warning_count 38 \
    cts_tree "done" \
    synthTopCellsByArea "dfxtp_1 (45%), buf_4 (13%), nand2_1 (11%)" \
    die_w_um 171 \
    leakage_nw 2.883 \
    die_area_mm2 0.02924 \
    edf_count 0 \
    vias 3905 \
    max_slew.worst_pin.slew_ns 0.7675 \
    antenna_found_initial 0 \
    drv_slew 0 \
    wire_per_inst_um 15.18 \
    dpl.hpwl_mm 10.91 \
    cts_root_buffer "clkbuf_16" \
    hold_viol 0 \
]
-- stage by stage --
step / cells / util (%) / power [mW]
6_report: 992 / 30.29 / 1.898
3_3_place_gp: 976 / 29.03 / 1.261
4_1_cts: 992 / 30.29 / 1.943
2_1_floorplan: 616 / - / 1.094
3_5_place_dp: 976 / 29.03 / 1.263
5_1_grt: 992 / 30.29 / 2.008
-- area by class of cell --
cell class | instances | area, µm²
Multi-Input combinational cell | 354 | 1942
Fill cell | 2392 | 15730
Sequential cell | 110 | 2202
Clock buffer | 11 | 242.7
Inverter | 32 | 120.1
Clock inverter | 5 | 42.54
Timing Repair Buffer | 195 | 1932
Tap cell | 285 | 356.6
-- logic make-up (layout without fill, tap and decap cells) --
group | count (synthesis) | in the layout | share of synthesized area [%]
simple gates | 192 | 192 | 16.86
buf+inv | 152 | 243 | 19.71
flops | 110 | 110 | 44.75
compound gates | 109 | 109 | 18.13
other cells | 2 | 51 | 0.1526
mux | 2 | 2 | 0.4068
-- cell usage after synthesis, types with 2 or more instances --
master    count
buf_12        3
o21ai_0      32
a21oi_1       2
nor2b_1       7
conb_1        2
nand2_1     142
o211ai_2     30
o211ai_1      2
a21boi_0     18
dfxtp_1     110
buf_2        16
a21boi_1     20
inv_1        32
mux2i_1       2
nand3_1      32
buf_4        86
clkbuf_1     14
and2_1        2
-- report_power, final --
| part | switching, mW | leakage [nW] | internal [mW] |
|---|---|---|---|
| sequential | 0.0292 | 0.907 | 0.883 |
| combinational | 0.128 | 1.84 | 0.194 |
| clock | 0.326 | 0.136 | 0.337 |
| total | 0.483 | 2.88 | 1.41 |
-- worst max-delay path: stages --
cell	delay, ns
clkdlybuf4s50_1	0.46
and3_1	0.21
a31o_2	0.21
clkdlybuf4s50_1	0.42
-- path summary, 6_finish.rpt --
check,end,slack (ns),cells after the start
setup / recovery,data_mem_ready,1.88,4
hold / removal,write_data[27]$_SDFFE_PN0N_,0.45,2
hold reg to reg,write_data[27]$_SDFFE_PN0N_,0.45,2
setup reg to reg,read_addr[31]$_SDFFE_PP1P_,3.24,5
-- layer usage --
metal | share of wire, % | vias to the layer above | track usage (%)
li1 | - | 1965 | -
met1 | 43 | 1762 | 12.39
met2 | 45 | 162 | 15.03
met3 | 11 | 16 | 4.616
met4 | 1.5 | 0 | 1.437
met5 | 0 | - | 0
Power and IR drop assume default switching activity.
